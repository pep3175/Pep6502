<file path="/design/flow/run.sh">
#!/bin/bash
# OpenROAD 26Q1-2900-gdf79404cd8, Yosys 0.63+post, stock flow scripts
make -C /OpenROAD-flow-scripts/flow DESIGN_CONFIG=/design/flow/config.mk WORK_HOME=/design/flow/orfs finish
</file>
<file path="/design/flow/config.mk">
export PLATFORM = sky130hd
export DESIGN_NAME = RAM_sync
export DESIGN_NICKNAME = RAM_sync
export VERILOG_FILES = /design/flow/design.v
export SDC_FILE = /design/flow/constraint.sdc
export NUM_CORES = 4
export LEC_CHECK = 1
export CORE_UTILIZATION = 30
export SYNTH_MEMORY_MAX_BITS = 65536
</file>
<file path="/design/flow/constraint.sdc">
current_design RAM_sync

set clk_period 55.2
set clk_io_pct 0.2

create_clock -name clk0 -period $clk_period [get_ports {clk}]

set non_clock_inputs [all_inputs -no_clocks]
set_input_delay [expr $clk_period * $clk_io_pct] -clock clk0 $non_clock_inputs
set_output_delay [expr $clk_period * $clk_io_pct] -clock clk0 [all_outputs]
</file>
<file path="/design/flow/design.v">
module RAM_sync(clk, addr, din, dout, we);
  parameter A = 10;  
  parameter D = 8;   
  input  clk;		 
  input  [A-1:0] addr;	 
  input  [D-1:0] din;	 
  output [D-1:0] dout;	 
  input  we;		 
  reg [D-1:0] mem [0:(1<<A)-1];  
  always @(posedge clk) begin
    if (we)		 
      mem[addr] <= din;	 
    dout <= mem[addr];	 
  end
endmodule
module RAM_async(clk, addr, din, dout, we);
  parameter A = 10;  
  parameter D = 8;   
  input  clk;		 
  input  [A-1:0] addr;	 
  input  [D-1:0] din;	 
  output [D-1:0] dout;	 
  input  we;		 
  reg [D-1:0] mem [0:(1<<A)-1];  
  always @(posedge clk) begin
    if (we)		 
      mem[addr] <= din;	 
  end
  assign dout = mem[addr];  
endmodule
module RAM_async2(we, addr, din, dout);
  parameter A = 10;  
  parameter D = 8;   
  input  [A-1:0] addr;	 
  input  [D-1:0] din;	 
  output [D-1:0] dout;	 
  input  we;		 
  reg [D-1:0] mem [0:(1<<A)-1];  
  always @(posedge we) begin
      mem[addr] <= din;	 
  end
  assign dout = mem[addr];  
endmodule
</file>
==> results.tsv <==
stage	metric	value	unit
route	DRT Pass-1 Iters	5	
timing	Slew HR	-0.0773	
run_status	status	finished, violations left	
global_route	Overflow after GRT	0	
setup_path	worst path arrival time	18600	ps
timing	RSZ-0062 raised after global routing	no	
global_route	initial antenna violation count	69	
timing	final-report hold violation count	0	
synth	Netlist cell types	59	
floorplan	Die Y	1030	um
timing	cycle use final	0.320	
synth	share of the synthesized area in the top cell type	0.778	
placement	RD Place Congestion	0.894	
route	Vias	161167	
hold_path	hold path cells	5	
synth	Main area contributors	edfxtp_1 (78%), mux2i_1 (8.5%), mux4_2 (5.3%), o22ai_1 (2.2%), nor2_1 (1.6%)	
cts	Clock Tree Buf Depth	4	
synth	ys cells	16664	
global_route	largest net degree at the start of global routing	117	
global_route	GRT Util Overall	0.177	
timing	setup slack after layout	37540	ps
setup_path	Setup crit start kind	input port	
timing	fin. max-slew vios	17	
cts	Worst-path clk slew	60	ps
synth	Mapped Cells	16664	
floorplan	core area	1050000	sq um
cts	clk latency late pin	1190	ps
route	Post-Route WL	892000	um
route	DR WL/cell	28.0	um
synth	YS warnings	2	
synth	Seq/Total Area, Yosys	0.778	
placement	port buffer count	27	
timing	Final setup viols	0	
cts	cts repair resizes	0	
layout	share of layout cells above drive strength 1	0.149	
cts	# clock sinks	8200	
cts	root buffer cell	clkbuf_16	
flow_run	Max Cap Violations	3	
hold_path	Hold Startpoint	mem[482][4]$_DFFE_PP_	
synth	Async SR Flop Fraction	0	
route	initial DRC count	11146	
route	remaining antenna violation count	0	
synth	Chip Area, Yosys	316000	sq um
timing	Slew @ Worst Pin	1600	ps
power_and_ir_drop	LEAKAGE	0.115	uW
synth	Synth Cell Area	316000	sq um
route	Vias/cell	5.05	
power_and_ir_drop	total power	12600	uW
hold_path	path type of the worst min-delay path	flop to flop	
setup_path	crit path capture type	flop	
cts	H-tree depth	6	
setup_path	cells on worst reg2reg path	10	
cts	TritonCTS clock tree	yes	
setup_path	critical setup path kind	input port to flop	
layout	fillers	96297	
floorplan	Chip Area	1060000	sq um
layout	area added between synthesis and finish	14.0	%
run_status	failing checks	capacitance limit, slew limit	
layout	Final Util	0.343	
setup_path	crit path DRT	56140	ps
synth	EDFF count, synth	8192	
timing	setup TNS	0	ps
placement	placed wire-length estimate	551000	um
floorplan	Core Util at FP	0.301	
route	DRC Markers	0	
power_and_ir_drop	pwr dens	35.0	nW/um^2
cts	Post-CTS Setup Inserts	0	
global_route	first-pass GRT wire length	1260000	um
cts	hold_buf cts	0	
floorplan	num rows	376	
synth	post-synth top area cell	edfxtp_1	
timing	clock skew	83.4	ps
power_and_ir_drop	Worst VDD drop	0.0336	mV
setup_path	worst reg2reg endpoint	dout[6]$_DFF_P_	
timing	Max Freq	0.0566	GHz
flow_run	tool warnings	42	
setup_path	RR Startpoint	mem[30][6]$_DFFE_PP_	
floorplan	# IOs	28	
synth	count leader, synth	edfxtp_1	
global_route	vias in the first global route	170812	
placement	pre-CTS setup slack	36690	ps
cts	cts bufs inserted	785	
synth	Post-Syn Area per Cell	19.0	sq um
synth	top cells by count, synth	edfxtp_1 (8192), mux2i_1 (2684), nor2_1 (1384)	
floorplan	Die X	1030	um
timing	fin crit period	17660	ps
synth	Commonest flop	edfxtp_1	
setup_path	CP Max Fanout	64	
synth	synthesized flop and latch total	8200	
hold_path	Hold Path Sink	dout[4]$_DFF_P_	
setup_path	Reg2Reg Setup Slack	50990	ps
==> stage by stage <==
step	cells	hold slack, ps	instance area [sq um]
finish	31901	888	360000
global route	31794	939	360000
CTS	31771	882	360000
detailed placement	30336	915	335000
global placement	30335	915	335000
floorplan	16664	677	316000
==> cell type report <==
class	count	area (sq um)	area share
Sequential cell	8200	246000	0.683
Antenna cell	129	323	0.000896
Clock buffer	972	20500	0.0568
Inverter	3	21.3	0.0000590
Timing Repair Buffer	767	6140	0.0171
Clock inverter	463	4150	0.0115
Tap cell	13986	17500	0.0486
Multi-Input combinational cell	7381	65600	0.182
==> routing by layer <==
layer  track usage  part of all wire  vias up
li1              -                 -    68883
met4        0.0606             0.038      112
met3         0.157              0.19     1557
met1         0.187              0.32    81202
met5        0.0180            0.0028        -
met2         0.254              0.45     9413
==> cell usage in the layout, fill, tap and decap left out, types with 75 or more instances in the layout <==
cell type and n:
a21oi_1 75, a22oi_1 145, buf_4 720, clkbuf_1 178
clkbuf_16 789, clkinv_1 226, clkinv_2 124, diode_2 129
edfxtp_1 8192, mux2i_1 2684, mux4_2 748, nand2_1 198
nor2_1 1376, nor3_1 165, nor4_1 178, o2111ai_1 106
o21ai_0 125, o22ai_1 1098
==> state kept, by name (all words and copies together), names as in the netlist <==
signal	flops
dout	8
mem	8192
==> kinds of logic (layout without fill, tap and decap cells) <==
group	Yosys count	count (layout)	share of synthesized area
buffers and inverters	1083	2205	0.0162
multiplexers	3447	3447	0.139
AND/OR/NAND/NOR	2117	2117	0.0287
flip-flops	8200	8200	0.778
other	0	129	0
AND-OR/OR-AND	1817	1817	0.0379
==> critical path, stage by stage <==
cell       delay [ps]
buf_16            320
buf_4             570
buf_4             590
buf_4             580
buf_4             720
buf_4             690
buf_4             670
mux2i_1           270
o22ai_1           120
nor4_1            320
o2111ai_1         160
nor3_1            370
nor4_4            110
buf_6             210
buf_4             140
nor4_1           1250
nand3_1           300
==> how the worst max path moves through the flow <==
| stage | start | end | slack [ps] | cells past startpoint |
|---|---|---|---|---|
| finish | addr[1] | dout[6]$_DFF_P_ | 37540 | 17 |
| global route | addr[1] | dout[7]$_DFF_P_ | 37360 | 17 |
| CTS | addr[1] | dout[6]$_DFF_P_ | 37960 | 17 |
==> power breakdown <==
group / internal [uW] / switching (uW) / leakage (uW) / total [uW]
logic: 172 / 401 / 0.0299 / 573
registers: 6850 / 8.06 / 0.0737 / 6860
clock network: 2820 / 2340 / 0.0119 / 5160
Power is estimated from default activity; no workload was simulated.
